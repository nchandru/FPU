### ./config.mk
export PLATFORM = sky130hd
export DESIGN_NAME = booth
export DESIGN_NICKNAME = booth
export VERILOG_FILES = /design/flow/design.v
export SDC_FILE = /design/flow/constraint.sdc
export NUM_CORES = 4
export LEC_CHECK = 1
export CORE_UTILIZATION = 50
export SYNTH_HDL_FRONTEND = slang
### ./constraint.sdc
current_design booth

set clk_period 9.0
set clk_io_pct 0.2

create_clock -name clk0 -period $clk_period [get_ports {CLK}]

set non_clock_inputs [all_inputs -no_clocks]
set_input_delay [expr $clk_period * $clk_io_pct] -clock clk0 $non_clock_inputs
set_output_delay [expr $clk_period * $clk_io_pct] -clock clk0 [all_outputs]
### ./design.v
typedef enum {Idle = 0, Mult_Compute, Mul_ResetOutput} BoothState ;
module booth (res, m1 , m2, CLK,  BREQ, BACK, RSTn,   
	Adder_datain1 ,
	Adder_datain2 ,
	Adder_valid ,
	Adder_Exc ,
	Adder_dataout ,
	Adder_carryout ,
	Adder_ack);
output reg [47:0] res;
input [23:0] m1, m2;
input CLK, BREQ, RSTn;
reg [23:0] A, A_reg, Q, Q_reg, M, M_reg;
reg Q1, Q1_reg;
output reg BACK;
reg [4:0] count, count_reg;
        output reg [23:0] Adder_datain1 ;
	output reg [23:0] Adder_datain2 ;
	output reg        Adder_valid     ;
	input      [1:0]  Adder_Exc       ;
	input      [23:0] Adder_dataout   ;
	input             Adder_carryout  ;
	input             Adder_ack       ;
BoothState  BStateMC, Bnext_StateMC;
always@(posedge CLK) begin
	if(RSTn!=1) 
	begin
		 A_reg <= 0;
		 M_reg <= 0;
		 Q_reg <= 0;
		 Q1_reg <= 0;
		 count_reg <=0;
		 BStateMC <= Idle;
	end
	else begin
		A_reg <= A;
		M_reg <= M;
		Q1_reg <= Q1;
		Q_reg <= Q;
		count_reg <= count;
		BStateMC <= Bnext_StateMC ;		
	end
end
always @(*) 
begin  
   count = count_reg;  
   res =0;
   Bnext_StateMC = BStateMC ;
   Q = Q_reg ;
   Q1 = Q1_reg ;
   M = M_reg ;
   A = A_reg ;
  case(BStateMC)
		Idle: begin
				Bnext_StateMC = Idle;
				if(BREQ==1)
				begin
		 		 A= 0;
				 M= m1;
				 Q= m2;
				 Q1= 0;
				 count = 0;
				 Bnext_StateMC = Mult_Compute;
				end		
			end
                Mult_Compute :   begin
				            BACK  = 0;
					    Bnext_StateMC = Mult_Compute;
					    case ({Q_reg[0], Q1_reg})
						2'b01 : 
						 begin
						   if(Adder_ack == 0 && Adder_valid==0) begin
						    Adder_valid  =  1 ;
						    Adder_datain1 = A_reg ;
						    Adder_datain2 = M_reg ;
     						   end
						   if(Adder_ack == 1 && Adder_valid==1)     {A,Q,Q1} = {Adder_dataout[23],Adder_dataout,Q_reg};
						end 
						2'b10 :
						begin 
						   if(Adder_ack == 0 && Adder_valid==0) begin
						    Adder_valid  =  1 ;
						    Adder_datain1 = A_reg ;
						    Adder_datain2 = ~M_reg + 1'b1 ;
     						   end
						   if(Adder_ack == 1 && Adder_valid==1)     {A,Q,Q1} = {Adder_dataout[23],Adder_dataout,Q_reg};
						end
						default: {A,Q,Q1} = {A_reg[23],A_reg,Q_reg};
					    endcase
						count = count_reg + 1'b1;
						if(count_reg>24)  
						begin 
						Bnext_StateMC = Mul_ResetOutput ; BACK = 1; res = {A,Q}; 
						end
	           		   end
                Mul_ResetOutput:   begin
			                       BACK = 1'b0 ;
			                       Bnext_StateMC = Idle;			
		                        end
  endcase
end
endmodule
### ./run.sh
#!/bin/bash
# OpenROAD 26Q1-2900-gdf79404cd8, Yosys 0.63+post, stock flow scripts
make -C /OpenROAD-flow-scripts/flow DESIGN_CONFIG=/design/flow/config.mk WORK_HOME=/design/flow/orfs finish
==> report_table.html <==
<h2>Implementation results</h2>
<table>
<tr><th>Metric</th><th>Value</th></tr>
<tr><th colspan="2">Drt</th></tr>
<tr><td>Highest metal used</td><td>met4</td></tr>
<tr><td>Post-detailed-route count of antenna-violating nets</td><td>0</td></tr>
<tr><td>Vias</td><td>3243</td></tr>
<tr><td>Total iterations of the first detailed-routing run</td><td>4</td></tr>
<tr><td>Detailed route wirelength on metal3</td><td>505 microns</td></tr>
<tr><td>Total detailed-routing wirelength</td><td>8060 microns</td></tr>
<tr><td>DR WL met2</td><td>3710 microns</td></tr>
<tr><td>Mean number of vias per cell</td><td>5.03</td></tr>
<tr><td>Number of antenna cells inserted</td><td>0</td></tr>
<tr><td>Average wire length per cell after detail routing</td><td>12.5 microns</td></tr>
<tr><td>Metal-1 WL</td><td>3820 microns</td></tr>
<tr><td>Drt drc</td><td>0</td></tr>
<tr><td>Count of routing violations after the opening detailed-route iteration</td><td>161</td></tr>
<tr><th colspan="2">Floorplan</th></tr>
<tr><td>Core Box Area</td><td>6870 sq um</td></tr>
<tr><td>Floorplan utilization</td><td>52.3%</td></tr>
<tr><td>Number of standard-cell rows in the floorplan</td><td>30</td></tr>
<tr><td>Total die size</td><td>7520 sq um</td></tr>
<tr><td>Die height</td><td>86.7 microns</td></tr>
<tr><td>Boundary Pins</td><td>177</td></tr>
<tr><td>Die Width</td><td>86.7 microns</td></tr>
<tr><th colspan="2">Setup path</th></tr>
<tr><td>Bufs and invs on worst path</td><td>3</td></tr>
<tr><td>CP max-delay cell</td><td>sky130_fd_sc_hd__nor2_8</td></tr>
<tr><td>Class of the most critical setup path</td><td>in -&gt; out</td></tr>
<tr><td>Start point of the critical path</td><td>Adder_ack</td></tr>
<tr><td>Critical path startpoint category</td><td>input port</td></tr>
<tr><td>Worst setup EP type</td><td>output pin</td></tr>
<tr><td>Worst path top cell family by delay</td><td>buffers and inverters</td></tr>
<tr><td>Critical path arrival</td><td>3.50 ns</td></tr>
<tr><td>CP cell instances</td><td>buf_2 -&gt; buf_4 -&gt; nor2_8 -&gt; nand2_1 -&gt; a21oi_1 -&gt; clkdlybuf4s50_1</td></tr>
<tr><td>Reg2Reg Capture Point</td><td>Q_reg[23]</td></tr>
<tr><td>CP max FO</td><td>30</td></tr>
<tr><td>Worst endpoint required time</td><td>7.20 ns</td></tr>
<tr><td>Reg2reg start</td><td>Q_reg[0]</td></tr>
<tr><td>R2R cell count</td><td>6</td></tr>
<tr><td>Setup slack of the worst register-to-register path</td><td>7.02 ns</td></tr>
<tr><td>Largest stage delay on the critical path</td><td>0.50 ns</td></tr>
<tr><th colspan="2">STA</th></tr>
<tr><td>Relative slew slack</td><td>49.5%</td></tr>
<tr><td>Max-slew violations</td><td>0</td></tr>
<tr><td>Number of hold violations in the final report</td><td>0</td></tr>
<tr><td>Post-route fraction of the period consumed by the critical path</td><td>58.9%</td></tr>
<tr><td>Number of register pins that no clock reaches</td><td>1</td></tr>
<tr><td>Worst-Margin Slew</td><td>0.742 ns</td></tr>
<tr><td>Setup clock skew after layout</td><td>0.00743 ns</td></tr>
<tr><td>Aggregate negative setup slack</td><td>0 ns</td></tr>
<tr><td>Highest clock frequency the design can meet</td><td>189 MHz</td></tr>
<tr><td>RSZ-0062 raised after global routing</td><td>false</td></tr>
<tr><td>Minimum clock period after layout</td><td>5.30 ns</td></tr>
<tr><td>Count of endpoints failing setup in the final report</td><td>0</td></tr>
<tr><td>Number of unconstrained endpoints</td><td>2</td></tr>
<tr><th colspan="2">Pwr</th></tr>
<tr><td>Peak ir drop on the vdd network</td><td>107 uV</td></tr>
<tr><td>Switching power total</td><td>155 uW</td></tr>
<tr><td>Power density normalized to cell area</td><td>143 nW/um^2</td></tr>
<tr><td>Part of the power in registers</td><td>40.2%</td></tr>
<tr><td>Net switching fraction of the power</td><td>23.1%</td></tr>
<tr><td>Logic gate share of total power</td><td>12.9%</td></tr>
<tr><td>Leakage power</td><td>1.67 nW</td></tr>
<tr><td>Clock Power Share</td><td>46.9%</td></tr>
<tr><td>Internal power consumption</td><td>514 uW</td></tr>
<tr><th colspan="2">Yosys</th></tr>
<tr><td>Area share of the largest cell type after synthesis</td><td>31.8%</td></tr>
<tr><td>Mapped Area</td><td>3590 sq um</td></tr>
<tr><td>Synth area leaders</td><td>sky130_fd_sc_hd__dfxtp_1 (32%), sky130_fd_sc_hd__mux2i_1 (13%), sky130_fd_sc_hd__buf_4 (11%), sky130_fd_sc_hd__nor2_1 (8.0%), sky130_fd_sc_hd__a21oi_1 (7.2%)</td></tr>
<tr><td>Count of mapped cells out of synthesis</td><td>459</td></tr>
<tr><td>Yosys stat cell total</td><td>459</td></tr>
<tr><td>Mean Syn Cell Area</td><td>7.82 sq um</td></tr>
<tr><td>Flip-flops with a built-in enable</td><td>0</td></tr>
<tr><td>Leading register cell type out of synthesis</td><td>sky130_fd_sc_hd__dfxtp_1</td></tr>
<tr><td>Yosys stat chip area</td><td>3590 sq um</td></tr>
<tr><td>Total of flip-flops plus latches after synthesis</td><td>58</td></tr>
<tr><td>Number of warnings reported in the yosys synthesis log</td><td>2</td></tr>
<tr><td>Biggest area consumer among synthesized cells</td><td>sky130_fd_sc_hd__dfxtp_1</td></tr>
<tr><td>Share of flip-flops with an asynchronous set or reset after synthesis</td><td>0%</td></tr>
<tr><td>Unique cell type count in the Yosys netlist</td><td>39</td></tr>
<tr><th colspan="2">Clock tree</th></tr>
<tr><td>Largest buffer count on any clock path</td><td>2</td></tr>
<tr><td>Clock transition at the registers of the reported paths</td><td>0.06 ns</td></tr>
<tr><td>Post-CTS setup buffers</td><td>0</td></tr>
<tr><td>Hold-fix buffers at CTS</td><td>0</td></tr>
<tr><td>TritonCTS clock tree</td><td>built</td></tr>
<tr><td>Post-cts gate resize count</td><td>0</td></tr>
<tr><td>Clock buffers created by TritonCTS</td><td>9</td></tr>
<tr><td>Clock root buffer</td><td>sky130_fd_sc_hd__clkbuf_8</td></tr>
<tr><td>Insertion delay to the later sink of the worst-skew pair</td><td>0.33 ns</td></tr>
<tr><td>Number of H-tree branching levels</td><td>3</td></tr>
<tr><th colspan="2">Final layout</th></tr>
<tr><td>Proportion of layout cells with a drive suffix above 1</td><td>5.83%</td></tr>
<tr><td>Finished Core Util</td><td>68.0%</td></tr>
<tr><td>Number of non-filler instances in the completed layout</td><td>645</td></tr>
<tr><td>Top cell excl fill/tap</td><td>sky130_fd_sc_hd__clkdlybuf4s50_1</td></tr>
<tr><td>Final Instance Area</td><td>4670 sq um</td></tr>
<tr><td>Dominant logic cell types in the final layout</td><td>sky130_fd_sc_hd__clkdlybuf4s50_1 (99), sky130_fd_sc_hd__nor2_1 (77), sky130_fd_sc_hd__dfxtp_1 (57), sky130_fd_sc_hd__a21oi_1 (52), sky130_fd_sc_hd__conb_1 (49)</td></tr>
<tr><td>Synth-to-Final Area Change</td><td>30.1%</td></tr>
<tr><th colspan="2">Min path</th></tr>
<tr><td>Worst hold-check path type</td><td>reg -&gt; reg</td></tr>
<tr><td>Hold path cells</td><td>2</td></tr>
<tr><td>Endpoint with the worst hold slack</td><td>A_reg[14]</td></tr>
<tr><td>Launch point of the worst hold path</td><td>A_reg[14]</td></tr>
<tr><th colspan="2">Place</th></tr>
<tr><td>Cell count after placement</td><td>629</td></tr>
<tr><td>Gpl congestion</td><td>0.798</td></tr>
<tr><td>Detailed placer's ending HPWL</td><td>5240 microns</td></tr>
<tr><td>Number of input and output port buffers inserted</td><td>100</td></tr>
<tr><td>Placed inst area</td><td>4410 sq um</td></tr>
<tr><th colspan="2">Global routing</th></tr>
<tr><td>Total Routing Usage GR</td><td>22.6%</td></tr>
<tr><td>Number of antenna violations at the first check in global routing</td><td>0</td></tr>
<tr><td>Global-route wire length before repair</td><td>13400 microns</td></tr>
<tr><td>Maximum number of pins on one net before global-route repair</td><td>51</td></tr>
<tr><td>Leftover overflow at the end of global routing</td><td>0</td></tr>
<tr><td>Number of global-route vias before repair</td><td>2935</td></tr>
<tr><th colspan="2">Job</th></tr>
<tr><td>Stage-log warning count</td><td>56</td></tr>
<tr><td>Max-cap violations</td><td>0</td></tr>
<tr><th colspan="2">Outcome</th></tr>
<tr><td>Outcome</td><td>finished, final reports clean</td></tr>
</table>
## synthesized netlist by cell type (3+ instances only)
| master | n |
|---|---|
| sky130_fd_sc_hd__or2_1 | 16 |
| sky130_fd_sc_hd__nand2_1 | 31 |
| sky130_fd_sc_hd__or2_0 | 6 |
| sky130_fd_sc_hd__mux2i_1 | 47 |
| sky130_fd_sc_hd__dfxtp_1 | 57 |
| sky130_fd_sc_hd__clkbuf_1 | 16 |
| sky130_fd_sc_hd__xor2_1 | 3 |
| sky130_fd_sc_hd__buf_4 | 51 |
| sky130_fd_sc_hd__o21ai_1 | 18 |
| sky130_fd_sc_hd__buf_2 | 8 |
| sky130_fd_sc_hd__nor2_1 | 77 |
| sky130_fd_sc_hd__a21oi_1 | 52 |
| sky130_fd_sc_hd__ha_1 | 4 |
| sky130_fd_sc_hd__o21ai_0 | 9 |
| sky130_fd_sc_hd__a22oi_1 | 23 |
| sky130_fd_sc_hd__inv_1 | 7 |
| sky130_fd_sc_hd__buf_6 | 3 |
## area by class of cell
cell class | count | area (sq um)
clock buffers | 10 | 128
clock inverters | 6 | 130
fillers | 603 | 2200
inverters | 7 | 26.3
multi-input cells | 360 | 2060
flip-flops and latches | 58 | 1160
well taps | 96 | 120
repair buffers | 108 | 1060
## how the worst max path moves through the flow
stage | to | slack [ns] | cells after the start
final | res[0] | 3.70 | 6
after global routing | res[1] | 3.60 | 6
after CTS | res[0] | 3.69 | 6
## worst reg2reg max path: cells and delay by family, from the launching register on
family,cells,cell delay [ns]
simple gates,1,0.40
flops,1,0.41
fa+ha+maj,1,0.39
buf+inv,2,0.52
compound gates,2,0.20
## metrics by stage
stage | setup WS, ns | power (mW) | hold slack (ns)
6_report | 3.70 | 0.669 | 0.466
5_1_grt | 3.60 | 0.698 | 0.485
3_3_place_gp | 3.68 | 0.360 | 0.446
4_1_cts | 3.69 | 0.676 | 0.467
3_5_place_dp | 3.71 | 0.360 | 0.450
2_1_floorplan | 4.71 | 0.341 | 0.430
## power by group through the flow
| stage | registers (mW) | clock network [mW] | logic [mW] |
|---|---|---|---|
| after CTS | 0.269 | 0.321 | 0.0866 |
| final | 0.269 | 0.314 | 0.0862 |
| after global routing | 0.270 | 0.332 | 0.0958 |
## cell families (layout without fill, tap and decap cells)
group                    count (synthesis)  after routing  synth area share (%)
multiplexers                            48             48                  13.4
buffers and inverters                   88            131                  16.1
other                                    2             49                 0.209
AND/OR/NAND/NOR                        146            146                  18.2
XOR/XNOR                                 3              3                 0.732
AND-OR/OR-AND                          110            110                  17.8
flip-flops                              57             57                  31.8
latches                                  1              1                 0.418
adder cells (fa/ha/maj)                  4              4                  1.39
## metal layers
layer  up-vias  GRT usage, %
met5         -             0
met4         0          1.67
met3         2          4.64
met2       129          36.9
met1      1485          33.4
li1       1627             -
Power figures rest on the tool's default switching activity, not on a simulated workload.
