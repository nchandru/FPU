--- design.v ---
typedef enum { Idle=0 , AdderState, EvaluateRes, RoundOff, ExceptionChecker, SetOutput} Adder_cntrl_state ;
module Adder_cntrl (
    CLK ,
	RSTn ,
	Datain1 ,
	Datain2 ,
	Data_valid ,
	Dataout ,
	Dataout_valid ,
	Exc ,
	Mode ,
	Debug ,
    Adder_datain1 ,
	Adder_datain2 ,
	Adder_valid ,
	Adder_Exc ,
	Adder_dataout ,
	Adder_carryout ,
	Adder_ack  ,
    ExcCheck_valid ,
	ExcCheck_Datain,
	Exc_value,
	Exc_Ack
 ) ;
    input             CLK           ;
	input             RSTn          ;
	input      [31:0] Datain1       ;
	input      [31:0] Datain2       ;
	input             Data_valid    ;
	output reg [31:0] Dataout       ;
	output reg        Dataout_valid ;
	output reg [2:0]  Exc           ;
	input      [2:0]  Mode          ;
	output reg [4:0]  Debug         ;
    output reg [23:0] Adder_datain1 ;
	output reg [23:0] Adder_datain2 ;
	output reg        Adder_valid     ;
	input      [1:0]  Adder_Exc       ;
	input      [23:0] Adder_dataout   ;
	input             Adder_carryout  ;
	input             Adder_ack       ;
    output reg ExcCheck_valid ;
	output reg[31:0] ExcCheck_Datain;
	input [2:0] Exc_value;
	input Exc_Ack;
Adder_cntrl_state StateMC, next_StateMC ;
reg        Op1_Sign, Op1_Sign_reg, Op2_Sign, Op2_Sign_reg ;
reg [7:0]  Final_Exponent, Final_Exponent_reg ;
reg [23:0] Op1_Mantissa, Op1_Mantissa_reg, Op2_Mantissa, Op2_Mantissa_reg ;
reg [5:0]  diff, diff_reg ;
reg [2:0]  exc_val, exc_reg ;
reg [26:0] Final_Mantissa, Final_Mantissa_reg ;
reg Final_Sign, Final_Sign_reg ;
reg carry, carry_reg ;
reg G_val, G_reg, R_val, R_reg, S_val, S_reg ;
xor u_xor_1( EOP, Op1_Sign_reg, Op2_Sign_reg) ;
   always @(posedge CLK) begin
   	if(RSTn!=1) begin
   		StateMC <= Idle ;
		Op1_Sign_reg         <=     0 ;
		Final_Exponent_reg   <=     0 ;
		Op1_Mantissa_reg     <=     0 ;
		Op2_Sign_reg         <=     0 ;
		Op2_Mantissa_reg     <=     0 ;
		diff_reg             <=     0 ;
		exc_reg              <=     0 ;
		Final_Mantissa_reg   <=     0 ;
		Final_Sign_reg       <=     0 ;
		carry_reg            <=     0 ;
		G_reg                <=     0 ;
		R_reg                <=     0 ;
		S_reg                <=     0 ;
   	end
   	else begin
   		StateMC              <=     next_StateMC   ;
		Op1_Sign_reg         <=     Op1_Sign       ;
		Final_Exponent_reg   <=     Final_Exponent ;
		Op1_Mantissa_reg     <=     Op1_Mantissa   ;
		Op2_Sign_reg         <=     Op2_Sign       ;
		Op2_Mantissa_reg     <=     Op2_Mantissa   ;
		diff_reg             <=     diff           ;
		exc_reg              <=     exc_val        ;
		Final_Mantissa_reg   <=     Final_Mantissa ;
		Final_Sign_reg       <=     Final_Sign     ;
		carry_reg            <=     carry          ;
		G_reg                <=     G_val          ;
		R_reg                <=     R_val          ;
		S_reg                <=     S_val          ;
   	end
   end
   always@(*) begin
	    next_StateMC    =   StateMC            ;
		Op1_Sign        =   Op1_Sign_reg       ;
		Final_Exponent  =   Final_Exponent_reg ;
		Op1_Mantissa    =   Op1_Mantissa_reg   ;
		Op2_Sign        =   Op2_Sign_reg       ;
		Op2_Mantissa    =   Op2_Mantissa_reg   ;
		diff            =   diff_reg           ;
		exc_val         =   exc_reg            ;
		Final_Mantissa  =   Final_Mantissa_reg ;
		Final_Sign      =   Final_Sign_reg     ;
		carry           =   carry_reg          ;
		G_val           =   G_reg              ;
		R_val           =   R_reg              ;
		S_val           =   S_reg              ;
		ExcCheck_Datain =   0                  ;
		ExcCheck_valid  =   0                  ;
		Dataout         =   0                  ;
		Dataout_valid   =   0                  ;
		Adder_datain1   =   0                  ;
		Adder_datain2   =   0                  ;
		Adder_valid     =   0                  ;
		Exc             =   0                  ;
   	case(StateMC)
		Idle     :   begin
						exc_val  =  0 ;
						G_val    =  0 ;
						R_val    =  0 ;
						S_val    =  0 ;
						Dataout_valid = 0 ;
						if(Data_valid==1) begin  
							if(Datain1[30:23] >= Datain2[30:23]) begin
								diff           =   Datain1 - Datain2  ;
								Op1_Sign       =   Datain1[31] ;
								Final_Exponent =   Datain1[30:23] ;
								Op1_Mantissa   =   {1'b1, Datain1[22:0]} ;
								Op2_Sign       =   Datain2[31] ;
								G_val          =   Datain2[diff-1];
								if(diff > 1)	R_val          =   Datain2[diff-2] ;
								if(diff > 2)    S_val          =   Datain2[diff-3] ;
								Op2_Mantissa   =   {1'b1, Datain2[22:0]} >> diff ;
							end
							else begin
								diff           =   Datain2 - Datain1 ;
								Final_Exponent =   Datain2[30:23] ;
								Op1_Sign       =   Datain2[31] ;
								Op1_Mantissa   =   {1'b1, Datain2[22:0]} ;
								Op2_Sign       =   Datain1[31] ;
								G_val          =   Datain1[diff-1];
								if(diff != 1)	R_val          =   Datain1[diff-2] ;
								if(diff > 2)    S_val          =   Datain1[diff-3] ;
								Op2_Mantissa   =   {1'b1, Datain1[22:0]} >> diff ;
							end
							next_StateMC = AdderState ;  
						end
						else next_StateMC = Idle ;
					 end
	AdderState   :	begin
						Adder_valid  =  1 ;
						Adder_datain1 = Op1_Mantissa_reg ;
						if(EOP == 1)	{Adder_datain2,G_val,R_val,S_val} = (~{Op2_Mantissa_reg,G_reg,R_reg,S_reg}) + 1'b1 ;
						else            Adder_datain2 =  Op2_Mantissa_reg ;
						if(Adder_ack == 1) begin
							exc_val = Adder_Exc ;
							Final_Mantissa = {Adder_dataout[23:0],G_val, R_val, S_val} ;
							carry          = Adder_carryout ;
							Adder_valid    = 0 ;
							if ( exc_val != 0 ) next_StateMC = SetOutput ;
							else                next_StateMC = EvaluateRes ;
						end
						else                    next_StateMC = AdderState ;
					end
  EvaluateRes    :  begin
					   case({EOP,carry_reg,Final_Mantissa_reg[23]})
					   		3'b101   :   begin
											Final_Sign = 1'b1 ;
											Final_Mantissa = ~(Final_Mantissa_reg) + 1'b1 ;
										 end
							3'b01X   :   begin
											Final_Sign     = Op1_Sign_reg ;
											Final_Mantissa = {carry_reg, Final_Mantissa_reg[26:1]} ;
											if(Final_Exponent_reg == 8'hFF) exc_val = 3'b010 ;
											else Final_Exponent = Final_Exponent_reg + 1'b1 ;
										 end
							3'b00X   :   begin
											Final_Sign     = Op1_Sign_reg ;
											Final_Mantissa = normalize(Final_Mantissa_reg);
										 end
							3'b11X   :   begin  
											Final_Sign     = Op1_Sign_reg ;
											Final_Mantissa = normalize(Final_Mantissa_reg) ;
										 end
					   endcase
					   if(exc_val != 0) next_StateMC = SetOutput ;
					   else             next_StateMC = RoundOff  ;
                    end
	RoundOff    :  begin
						carry = 0 ;
						case({Final_Mantissa_reg[2:0]})
							3'b11X   :  {carry,Final_Mantissa[26:3]} = Final_Mantissa_reg[26:3] + 1'b1 ;
							3'b101   :  {carry,Final_Mantissa[26:3]} = Final_Mantissa_reg[26:3] + 1'b1 ;
							3'b100   :  begin
											if(Final_Mantissa_reg[3]==1) {carry,Final_Mantissa[26:3]} = Final_Mantissa_reg[26:3] + 1'b1 ;
										end
						endcase
						if(carry == 1) next_StateMC = EvaluateRes ;
						else next_StateMC = ExceptionChecker ;
				   end
   ExceptionChecker : begin
   						ExcCheck_valid = 1'b1 ;
						ExcCheck_Datain = {Final_Sign_reg, Final_Exponent_reg, Final_Mantissa_reg[26:3]};
						if(Exc_Ack == 1) begin
							ExcCheck_valid = 0 ;
							exc_val = Exc_value ;
						end
						next_StateMC = SetOutput ;   						
   					  end
	SetOutput   :  begin
						if(exc_reg != 0)	Exc  =  exc_reg ;
						Dataout = {Final_Sign_reg, Final_Exponent_reg, Final_Mantissa_reg[26:3]} ;
						Dataout_valid = 1'b1 ;
						next_StateMC = Idle ;
				   end
	endcase
   end
function automatic bit[26:0] normalize( bit[26:0] data);
bit[26:0] temp = data ;
  for( int i=0; i<27; i++) begin
  	if(temp[26]==1) begin
	    if(i > Final_Exponent_reg) begin 
			exc_val = 3'b001 ;
			return temp[26:0] ;
		end
		else begin
			Final_Exponent = Final_Exponent_reg - i ;
			return temp[26:0] ;
		end
	end
	else  temp[26:0] = {temp[26:1],1'b0};
  end
  return temp ;
endfunction
endmodule
--- run.sh ---
#!/bin/bash
# OpenROAD 26Q1-2900-gdf79404cd8, Yosys 0.63+post, stock flow scripts
make -C /OpenROAD-flow-scripts/flow DESIGN_CONFIG=/design/flow/config.mk WORK_HOME=/design/flow/orfs finish
--- config.mk ---
export PLATFORM = sky130hd
export DESIGN_NAME = Adder_cntrl
export DESIGN_NICKNAME = Adder_cntrl
export VERILOG_FILES = /design/flow/design.v
export SDC_FILE = /design/flow/constraint.sdc
export NUM_CORES = 4
export LEC_CHECK = 1
export CORE_UTILIZATION = 50
export SYNTH_HDL_FRONTEND = slang
--- constraint.sdc ---
current_design Adder_cntrl

set clk_period 7.9
set clk_io_pct 0.2

create_clock -name clk0 -period $clk_period [get_ports {CLK}]

set non_clock_inputs [all_inputs -no_clocks]
set_input_delay [expr $clk_period * $clk_io_pct] -clock clk0 $non_clock_inputs
set_output_delay [expr $clk_period * $clk_io_pct] -clock clk0 [all_outputs]
==> results.txt <==
Results of the implementation run.

Looking at the reg2reg group, the worst path ends at Final_Mantissa_reg[23]. The cell count listed in synth_stat.txt came out at 1,468. In this run the most critical hold path is launched from Op1_Mantissa_reg[23]. Yosys printed 5 warnings.

The worst path required time is around 8.2 ns. The standard cell core area is about 23,000 um2. The post-cts sizing count came out at 0. Once detail routing completed, the nets flagged for antenna violations numbered 0. Counting the buffers created by CTS gives 9.

The overall track demand over capacity in global routing is between 30% and 40%. The worst hold path terminates at Op1_Mantissa_reg[23]. The most critical setup path has its startpoint at Datain1[0]. The via density per instance came out at around 6.3.

In the setup report, the worst path falls into the class input port to register. The critical path's slowest stage uses the library cell sky130_fd_sc_hd__ha_1. Summed over all failing endpoints, the final setup total negative slack is 0 ns. Dividing the final minimum period by the clock period gives 77.7%. The clock passes through at most 2 buffers. In the final layout, the fill cell count is between 1,500 and 2,000. The register with the most flip-flops in the layout has 27 of them. The post-route utilization of the core is recorded as approximately 62%. Per the post-place timing report, worst setup slack is between 1 and 1.5 ns.

The startpoint identified for the worst register-to-register timing path is Op1_Sign_reg. The warning total across the stage logs came out at slightly below 60. The highest clock frequency the design can meet is around 160 MHz. The total congestion overflow is 0. The portion of the post-synthesis area used by sequential elements is between 10% and 20%.

The via count of the first global-routing pass came out at between 10,000 and 15,000. The flow reported a cell area power density of about 160 nW/um2. At the end of routability-driven placement, the weighted congestion stood at 0.983. Among all flip-flop cells after synthesis, the most frequent one is sky130_fd_sc_hd__dfxtp_1. The static power due to leakage came out at 5.33 nW. The final clock skew came out at ~0.014 ns. Setup repair after global routing left no endpoint under its margin. The wire length of the first global-routing pass came out at around 62 mm. The count of endpoints failing hold in the final timing report came out at 0. TritonCTS built the clock tree. The routed length per placed instance came out at roughly 21 um. The number of antenna violations at the first check in global routing is 0.

After synthesis, the cell types taking the most area are sky130_fd_sc_hd__dfxtp_1, sky130_fd_sc_hd__mux4_2, sky130_fd_sc_hd__and2_1. VDD sags by at most ~110 uV. The arrival time reported for the critical path endpoint is ~6.4 ns. The post-synthesis register bit count is 98.

The pin count of the biggest net entering global routing is 59. The worst-case reg-to-reg setup slack stands at approximately 4.3 ns. The worst-case headroom to the max-slew limit came out at roughly 42%.

Per the OpenROAD floorplan log, the area of the die is about 24,000 um2. The horizontal die dimension came out at between 150 and 200 um. The TritonCTS sink count came out at 98. The cell seen most often among critical-path stages is sky130_fd_sc_hd__mux4_2. The cell count after synthesis is approximately 1,500. The type recorded for the worst min-delay path is register to register.

The cell area that synthesis handed to floorplanning was ~12,000 um2. The initial DRC count is around 1,000. The Yosys chip area came out at between 10,000 and 15,000 um2. STA classifies the critical path endpoint as a register. In the synthesized netlist, the cells that appear most often are sky130_fd_sc_hd__nand2_1, sky130_fd_sc_hd__nor2_1, sky130_fd_sc_hd__and2_1, sky130_fd_sc_hd__dfxtp_1, sky130_fd_sc_hd__a21oi_1.

The delay contributed by the slowest stage of the critical path came out at ~0.99 ns. The port buffer count came out at between 200 and 250. For reference, the clock transition at the flip-flops on the worst setup and hold paths is ~0.09 ns. Antenna repair during routing inserted a diode count of 0. The timing report attributes the biggest portion of critical-path delay to adder cells. The number of iterations in the first detailed-routing pass is 7. The run finished with clean final reports. The final route contains 12,000 vias.

In this run the clock root is driven by a sky130_fd_sc_hd__clkbuf_16. The buffering stage count on the worst path with inverters included came out at 3. The path depth of the worst reg2reg path came out at 14.

The instance area after placement is about 14,000 um2. The layout summary lists the proportion of cells stronger than drive strength 1 as under 10%. The worst path setup slack after routing is 1.77 ns. The vertical extent of the die came out at about 150 um. The sort of element at the start of the critical path is an input port. The area share of the largest cell type after synthesis is 17.0%. The final routed wirelength across all metal layers is 39.6 mm. Row generation in the floorplan step produced around 55 rows. The post-synthesis async set-or-reset flop share is 0%.

The remaining routing DRC violations is 0. In this run the maximum-capacitance check reported violations numbering 0. The hold buffer count at cts came out at 0. about 230 I/O pins were placed.

Summed over all instances, the cell type with the most area after synthesis is sky130_fd_sc_hd__dfxtp_1. The number of cells on the worst hold path came out at 2. The number of pins exceeding their max-slew limit in the final report is 0. The design area is between 10,000 and 15,000 um2. The area growth from synthesis to layout came out at 22.2%. The post-CTS setup-driven buffer insertion count came out at 0. The smallest clock period supported by the final layout is computed as around 6 ns. The most common cell in the synthesized netlist is sky130_fd_sc_hd__nand2_1. The source-to-sink clock delay at the later pin of the worst-skew pair is around 0.37 ns.

The mean cell area of the mapped netlist came out at between 7 and 8 um2. STA lists the maximum fanout along the critical path as 28. The share of the core filled by cells before placement came out at between 50% and 60%. The total number of H-tree levels is 3. The number of distinct standard cells referenced by the synthesized netlist came out at 93.

The count of final setup violators is 0. The placed wire-length estimate after detailed placement is between 20 and 30 mm. The actual slew at the worst max-slew pin came out at between 0.8 and 0.9 ns. The number of enable flip-flop cells is 0. The report lists the cells along the critical path as clkdlybuf4s50_1 -> inv_1 -> ha_4 -> clkinv_1 -> ha_1 -> mux4_2 -> mux4_2 -> mux2i_1 -> nor3_1 -> a311o_1.
[placed cells by master, fill, tap and decap left out, types with 6 or more instances in the layout]
master	netlist	layout
sky130_fd_sc_hd__clkdlybuf4s50_1	0	216
sky130_fd_sc_hd__nand2_1	159	158
sky130_fd_sc_hd__nor2_1	143	142
sky130_fd_sc_hd__and2_1	108	107
sky130_fd_sc_hd__dfxtp_1	98	97
sky130_fd_sc_hd__a21oi_1	96	96
sky130_fd_sc_hd__o21ai_0	84	84
sky130_fd_sc_hd__mux4_2	72	72
sky130_fd_sc_hd__inv_1	52	52
sky130_fd_sc_hd__ha_1	53	52
sky130_fd_sc_hd__nand3_1	46	46
sky130_fd_sc_hd__mux2i_1	35	35
sky130_fd_sc_hd__a311oi_1	27	27
sky130_fd_sc_hd__buf_4	6	26
sky130_fd_sc_hd__xor2_1	25	25
sky130_fd_sc_hd__xnor2_1	25	25
sky130_fd_sc_hd__nor3_1	23	23
sky130_fd_sc_hd__a22oi_1	23	23
sky130_fd_sc_hd__nor4_1	20	20
sky130_fd_sc_hd__or3_1	16	16
sky130_fd_sc_hd__and3_1	13	13
sky130_fd_sc_hd__a21boi_0	13	13
sky130_fd_sc_hd__o211ai_1	11	11
sky130_fd_sc_hd__a211oi_1	11	11
sky130_fd_sc_hd__o22ai_1	11	11
sky130_fd_sc_hd__a31oi_1	10	10
sky130_fd_sc_hd__a221oi_1	9	9
sky130_fd_sc_hd__clkbuf_16	0	9
sky130_fd_sc_hd__nor2b_1	8	8
sky130_fd_sc_hd__nand4_1	8	8
sky130_fd_sc_hd__a32oi_1	8	8
sky130_fd_sc_hd__a222oi_1	8	8
sky130_fd_sc_hd__nand2b_1	7	7
sky130_fd_sc_hd__mux2_2	7	7
sky130_fd_sc_hd__o31ai_1	6	6
sky130_fd_sc_hd__a22o_1	6	6
[power breakdown]
group | internal (W) | switching (W) | total (W)
combinational | 0.000536 | 0.000665 | 0.00120
sequential | 0.000533 | 0.0000560 | 0.000589
clock | 0.000256 | 0.000239 | 0.000495
[how the worst max path moves through the flow]
stage	to	slack, ns	depth (start not counted)
CTS	S_reg	1.79	10
global route	S_reg	1.42	10
finish	S_reg	1.77	10
[area by class of cell]
| class | instances | area, um2 | area share (%) |
|---|---|---|---|
| Multi-Input combinational cell | 1196 | 8860 | 63.0 |
| Timing Repair Buffer | 242 | 2360 | 16.8 |
| Sequential cell | 98 | 1960 | 14.0 |
| Tap cell | 285 | 357 | 2.54 |
| Clock buffer | 9 | 225 | 1.60 |
| Inverter | 55 | 206 | 1.47 |
| Clock inverter | 7 | 95.1 | 0.676 |
[kinds of logic (layout without fill, tap and decap cells)]
logic type      count (synthesis)  after routing  share of synthesized area (%)
other cells                     1              5                         0.0326
xor+xnor                       55             55                           4.76
mux                           116            116                           18.3
fa+ha+maj                      55             55                           6.11
flops                          98             98                           17.0
simple gates                  586            586                           25.4
buf+inv                       178            313                           6.30
compound gates                379            379                           22.1
[tightest hold or removal path: cells and delay by family, from the launching register on]
family | cells | cell delay (ns)
flip-flops | 1 | 0.33
AND/OR/NAND/NOR | 2 | 0.10
[metrics by stage]
| step | power [W] | hold WS [ns] | std cells |
|---|---|---|---|
| floorplan | 0.00144 | 0.432 | 1472 |
| detailed placement | 0.00178 | 0.454 | 1876 |
| global placement | 0.00177 | 0.444 | 1876 |
| finish | 0.00228 | 0.465 | 1892 |
| CTS | 0.00228 | 0.474 | 1892 |
| global route | 0.00242 | 0.518 | 1892 |
[routing by layer]
| layer | part of all wire [%] | global-route usage (%) |
|---|---|---|
| met1 | 42 | 51.3 |
| met2 | 45 | 52.2 |
| met5 | 0 | 0 |
| met3 | 11 | 9.85 |
| met4 | 1.6 | 4.52 |
No activity file was given, so power comes from the tool's default toggle rates.
